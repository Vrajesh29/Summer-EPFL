==> design.v <==
module Hbfpblock(
  input         clock,
  input         reset,
  input  [5:0]  io_man_a_0,
  input  [5:0]  io_man_a_1,
  input  [5:0]  io_man_a_2,
  input  [5:0]  io_man_a_3,
  input  [5:0]  io_man_a_4,
  input  [5:0]  io_man_a_5,
  input  [5:0]  io_man_a_6,
  input  [5:0]  io_man_a_7,
  input  [5:0]  io_man_a_8,
  input  [5:0]  io_man_a_9,
  input  [5:0]  io_man_a_10,
  input  [5:0]  io_man_a_11,
  input  [5:0]  io_man_a_12,
  input  [5:0]  io_man_a_13,
  input  [5:0]  io_man_a_14,
  input  [5:0]  io_man_a_15,
  input  [5:0]  io_man_b_0,
  input  [5:0]  io_man_b_1,
  input  [5:0]  io_man_b_2,
  input  [5:0]  io_man_b_3,
  input  [5:0]  io_man_b_4,
  input  [5:0]  io_man_b_5,
  input  [5:0]  io_man_b_6,
  input  [5:0]  io_man_b_7,
  input  [5:0]  io_man_b_8,
  input  [5:0]  io_man_b_9,
  input  [5:0]  io_man_b_10,
  input  [5:0]  io_man_b_11,
  input  [5:0]  io_man_b_12,
  input  [5:0]  io_man_b_13,
  input  [5:0]  io_man_b_14,
  input  [5:0]  io_man_b_15,
  input  [7:0]  io_exp_a_0,
  input  [7:0]  io_exp_a_1,
  input  [7:0]  io_exp_a_2,
  input  [7:0]  io_exp_a_3,
  input  [7:0]  io_exp_b_0,
  input  [7:0]  io_exp_b_1,
  input  [7:0]  io_exp_b_2,
  input  [7:0]  io_exp_b_3,
  output [13:0] io_result
);
  reg [26:0] accumulator;  
  reg [11:0] dotProductRegs__0;  
  reg [11:0] dotProductRegs__1;  
  reg [11:0] dotProductRegs__2;  
  reg [11:0] dotProductRegs__3;  
  wire [7:0] exp_output_0 = io_exp_a_0 + io_exp_b_0;  
  wire [11:0] _dotProducts_0_T_2 = $signed(dotProductRegs__0) + $signed(dotProductRegs__1);  
  wire [11:0] _dotProducts_0_T_5 = $signed(_dotProducts_0_T_2) + $signed(dotProductRegs__2);  
  wire [11:0] dotProducts_0 = $signed(_dotProducts_0_T_5) + $signed(dotProductRegs__3);  
  reg [11:0] dotProductRegs_1_0;  
  reg [11:0] dotProductRegs_1_1;  
  reg [11:0] dotProductRegs_1_2;  
  reg [11:0] dotProductRegs_1_3;  
  wire [7:0] exp_output_1 = io_exp_a_1 + io_exp_b_1;  
  wire [11:0] _dotProducts_1_T_2 = $signed(dotProductRegs_1_0) + $signed(dotProductRegs_1_1);  
  wire [11:0] _dotProducts_1_T_5 = $signed(_dotProducts_1_T_2) + $signed(dotProductRegs_1_2);  
  wire [11:0] dotProducts_1 = $signed(_dotProducts_1_T_5) + $signed(dotProductRegs_1_3);  
  reg [11:0] dotProductRegs_2_0;  
  reg [11:0] dotProductRegs_2_1;  
  reg [11:0] dotProductRegs_2_2;  
  reg [11:0] dotProductRegs_2_3;  
  wire [7:0] exp_output_2 = io_exp_a_2 + io_exp_b_2;  
  wire [11:0] _dotProducts_2_T_2 = $signed(dotProductRegs_2_0) + $signed(dotProductRegs_2_1);  
  wire [11:0] _dotProducts_2_T_5 = $signed(_dotProducts_2_T_2) + $signed(dotProductRegs_2_2);  
  wire [11:0] dotProducts_2 = $signed(_dotProducts_2_T_5) + $signed(dotProductRegs_2_3);  
  reg [11:0] dotProductRegs_3_0;  
  reg [11:0] dotProductRegs_3_1;  
  reg [11:0] dotProductRegs_3_2;  
  reg [11:0] dotProductRegs_3_3;  
  wire [7:0] exp_output_3 = io_exp_a_3 + io_exp_b_3;  
  wire [11:0] _dotProducts_3_T_2 = $signed(dotProductRegs_3_0) + $signed(dotProductRegs_3_1);  
  wire [11:0] _dotProducts_3_T_5 = $signed(_dotProducts_3_T_2) + $signed(dotProductRegs_3_2);  
  wire [11:0] dotProducts_3 = $signed(_dotProducts_3_T_5) + $signed(dotProductRegs_3_3);  
  wire [7:0] _exp_min_T_1 = exp_output_0 < exp_output_1 ? exp_output_0 : exp_output_1;  
  wire [7:0] _exp_min_T_3 = _exp_min_T_1 < exp_output_2 ? _exp_min_T_1 : exp_output_2;  
  wire [7:0] exp_min = _exp_min_T_3 < exp_output_3 ? _exp_min_T_3 : exp_output_3;  
  wire [7:0] exp_diff = exp_output_0 - exp_min;  
  wire [11:0] shifteddotProducts_0 = $signed(dotProducts_0) >>> exp_diff;  
  wire [7:0] exp_diff_1 = exp_output_1 - exp_min;  
  wire [11:0] shifteddotProducts_1 = $signed(dotProducts_1) >>> exp_diff_1;  
  wire [7:0] exp_diff_2 = exp_output_2 - exp_min;  
  wire [11:0] shifteddotProducts_2 = $signed(dotProducts_2) >>> exp_diff_2;  
  wire [7:0] exp_diff_3 = exp_output_3 - exp_min;  
  wire [11:0] shifteddotProducts_3 = $signed(dotProducts_3) >>> exp_diff_3;  
  wire [11:0] _accumulator_T_2 = $signed(shifteddotProducts_0) + $signed(shifteddotProducts_1);  
  wire [11:0] _accumulator_T_5 = $signed(_accumulator_T_2) + $signed(shifteddotProducts_2);  
  wire [11:0] _accumulator_T_8 = $signed(_accumulator_T_5) + $signed(shifteddotProducts_3);  
  wire [8:0] _io_result_T_1 = {accumulator[26],exp_min};  
  assign io_result = {_io_result_T_1,accumulator[4:0]};  
  always @(posedge clock) begin
    if (reset) begin  
      accumulator <= 27'sh0;  
    end else begin
      accumulator <= {{15{_accumulator_T_8[11]}},_accumulator_T_8};  
    end
    dotProductRegs__0 <= $signed(io_man_a_0) * $signed(io_man_b_0);  
    dotProductRegs__1 <= $signed(io_man_a_1) * $signed(io_man_b_1);  
    dotProductRegs__2 <= $signed(io_man_a_2) * $signed(io_man_b_2);  
    dotProductRegs__3 <= $signed(io_man_a_3) * $signed(io_man_b_3);  
    dotProductRegs_1_0 <= $signed(io_man_a_4) * $signed(io_man_b_4);  
    dotProductRegs_1_1 <= $signed(io_man_a_5) * $signed(io_man_b_5);  
    dotProductRegs_1_2 <= $signed(io_man_a_6) * $signed(io_man_b_6);  
    dotProductRegs_1_3 <= $signed(io_man_a_7) * $signed(io_man_b_7);  
    dotProductRegs_2_0 <= $signed(io_man_a_8) * $signed(io_man_b_8);  
    dotProductRegs_2_1 <= $signed(io_man_a_9) * $signed(io_man_b_9);  
    dotProductRegs_2_2 <= $signed(io_man_a_10) * $signed(io_man_b_10);  
    dotProductRegs_2_3 <= $signed(io_man_a_11) * $signed(io_man_b_11);  
    dotProductRegs_3_0 <= $signed(io_man_a_12) * $signed(io_man_b_12);  
    dotProductRegs_3_1 <= $signed(io_man_a_13) * $signed(io_man_b_13);  
    dotProductRegs_3_2 <= $signed(io_man_a_14) * $signed(io_man_b_14);  
    dotProductRegs_3_3 <= $signed(io_man_a_15) * $signed(io_man_b_15);  
  end
endmodule
==> run.sh <==
#!/bin/bash
# OpenROAD 26Q1-2900-gdf79404cd8, Yosys 0.63+post, stock flow scripts
make -C /OpenROAD-flow-scripts/flow DESIGN_CONFIG=/design/flow/config.mk WORK_HOME=/design/flow/orfs finish
==> config.mk <==
export PLATFORM = sky130hd
export DESIGN_NAME = Hbfpblock
export DESIGN_NICKNAME = Hbfpblock
export VERILOG_FILES = /design/flow/design.v
export SDC_FILE = /design/flow/constraint.sdc
export NUM_CORES = 4
export LEC_CHECK = 1
export CORE_UTILIZATION = 50
==> constraint.sdc <==
current_design Hbfpblock

set clk_period 23.6
set clk_io_pct 0.2

create_clock -name clk0 -period $clk_period [get_ports {clock}]

set non_clock_inputs [all_inputs -no_clocks]
set_input_delay [expr $clk_period * $clk_io_pct] -clock clk0 $non_clock_inputs
set_output_delay [expr $clk_period * $clk_io_pct] -clock clk0 [all_outputs]
==> ci_impl_report.md <==
## Synthesis and layout report

| Metric | Value |
|---|---|
| Transition time of the tightest slew-check pin | `0.880 ns` |
| GP Congestion | `0.940` |
| Post-CTS Resized | `0` |
| Pin count of the biggest net entering global routing | `21` |
| Setup tns final | `0 ns` |
| Floorplan die height | `264 µm` |
| Sinks on Clock Net | `198` |
| Final worst clock skew | `0.00685 ns` |
| Critical Path Sink Type | `register` |
| Register area share after synthesis | `11.6%` |
| Core Rows | `95` |
| Fraction of layout instances using a drive strength above 1 | `2.59%` |
| Top cells excl fill/tap | `inv_1 (596), fa_1 (530), ha_1 (457)` |
| Max Buffers Root-to-Sink | `2` |
| Maximum clock frequency | `0.0515 GHz` |
| Number of diodes | `0` |
| Cell area reported after detailed placement | `37900 µm²` |
| Number of buffers inserted during clock tree synthesis | `17` |
| Number of port buffers | `271` |
| Die Outline Area | `69500 µm²` |
| # IOs | `272` |
| Detail-routed net length per standard cell | `15.1 µm` |
| Fraction of the core area covered by cells at the end of the flow | `57.1%` |
| Max Transition Viols Final | `0` |
| Post-route cell area | `38500 µm²` |
| Yosys stat area | `34200 µm²` |
| Area of the mapped netlist | `34200 µm²` |
| HPWL after detailed placement | `62600 µm` |
| DR DRC count | `0` |
| Initial antenna violation count | `1` |
| Worst-path cell with the longest stage delay | `o21ai_0` |
| Final Hold Violation Tally | `0` |
| Number of flops mapped to enable cells by yosys | `0` |
| Max FO, Critical Path | `11` |
| Log Warnings | `25` |
| Post-synth regs | `198` |
| Clock latency reported for the late side of the worst-skew pair | `0.49 ns` |
| RSZ-0062 raised after global routing | `no` |
| Largest type area fraction | `31.0%` |
| Number of global-route vias before repair | `25300` |
| Endpoint arrival time on the critical path | `19.80 ns` |
| Clock tree from TritonCTS | `yes` |
| Mean instance size in the synthesized netlist | `9.56 µm²` |
| Synth-to-Final Area Change | `12.5%` |
| Slowest stage delay, CP | `0.71 ns` |
| Fillers | `5695` |
| Post-layout minimum cycle time | `19.42 ns` |
| Total via count in the routed design | `24300` |
| Total grt overflow | `0` |
| Yosys Instances | `3577` |
| Drt first pass iters | `7` |
| Number of library cell types mapped by synthesis | `103` |
| Initial Util | `50.8%` |
| Filler-free cell count of the finished design | `4731` |
| Launching element type of the critical path | `input pin` |
| Final setup fails | `0` |
| Horizontal die dimension | `264 µm` |
| Endpoint required time on the critical path | `23.98 ns` |
| Commonest flop | `dfxtp_1` |
| Cells after DPL | `4699` |
| Commonest Layout Cell | `inv_1` |
| CTS clock-pin slew for the worst setup and hold paths | `0.07 ns` |
| Post-detailed-routing wire length | `71300 µm` |
| Number of H-tree levels | `4` |
| Number of max-capacitance violations reported | `0` |
| Count of buffers added by post-CTS timing repair for setup | `0` |
| Clock tree root buffer cell | `clkbuf_16` |
| Global-route wire length before repair | `123000 µm` |
| CTS Hold Buffers Added | `0` |
| Max transition margin | `41.0%` |
| Worst setup path class | `input pin to register` |
| Final worst-path cycle share | `82.3%` |
| Area of the core | `67400 µm²` |
| Run status | `complete, no violations` |
| Synthesized netlist cell count | `3577` |
| Synth top area cells | `fa_1 (31%), ha_1 (17%), dfxtp_1 (12%)` |
| Asr flop ratio synth | `0%` |
| Vias per inst | `5.15` |
| Detail Route Antenna Nets | `0` |
| Worst hold path type | `register to register` |
| Leading area contributor after synthesis | `fa_1` |
| Total global routing track utilization | `23.0%` |
| Initial DRC count | `993` |
| Total of warnings raised by yosys | `1` |
[worst max-delay path: cells and delay by family]
kind / cells / cell delay (ns)
XOR/XNOR: 5 / 1.04
AND-OR/OR-AND: 26 / 7.06
AND/OR/NAND/NOR: 12 / 1.67
adder cells (fa/ha/maj): 12 / 3.95
buffers and inverters: 7 / 0.95
multiplexers: 1 / 0.39
[Yosys cell counts (all sizes together) (18+ instances only)]
| cell type | number |
|---|---|
| xor2 | 58 |
| mux2 | 19 |
| o21ai | 63 |
| a21oi | 176 |
| nand2b | 77 |
| fa | 530 |
| a211oi | 23 |
| o21bai | 77 |
| and2 | 241 |
| clkbuf | 18 |
| xnor2 | 255 |
| nor3 | 30 |
| nor2 | 89 |
| dfxtp | 198 |
| a21o | 61 |
| nand2 | 317 |
| ha | 457 |
| inv | 600 |
| mux2i | 61 |
[stage by stage]
stage / hold WS, ns / setup WS (ns)
4_1_cts: 1.21 / 4.26
5_1_grt: 1.24 / 3.06
3_5_place_dp: 1.16 / 3.74
3_3_place_gp: 1.18 / 4.04
6_report: 1.16 / 4.18
2_1_floorplan: 1.01 / 6.36
[path summary, 6_finish.rpt]
check                                      start                    endpoint  slack (ns)  depth (start not counted)
setup / recovery                   io_exp_a_0[0]  accumulator[11]$_SDFF_PP0_        4.18                         63
hold reg to reg   dotProductRegs_1_1[11]$_DFF_P_  accumulator[11]$_SDFF_PP0_        1.16                          6
setup reg to reg    dotProductRegs__0[1]$_DFF_P_  accumulator[11]$_SDFF_PP0_       15.32                         41
hold / removal    dotProductRegs_1_1[11]$_DFF_P_  accumulator[11]$_SDFF_PP0_        1.16                          6
[area by class of cell]
| class | count | area (µm²) | area share, % |
|---|---|---|---|
| clock buffers | 18 | 429 | 1.11 |
| clock inverters | 14 | 129 | 0.335 |
| inverters | 602 | 2260 | 5.87 |
| multi-input cells | 2748 | 27900 | 72.4 |
| flip-flops and latches | 198 | 3960 | 10.3 |
| well taps | 873 | 1090 | 2.84 |
| repair buffers | 278 | 2770 | 7.18 |
[cell families after synthesis]
group / share of synthesized area, %
buf+inv: 6.98
fa+ha+maj: 47.9
compound gates: 10.2
mux: 2.75
xor+xnor: 8.10
simple gates: 12.4
flops: 11.6
[per-layer routing]
metal / up-vias / GRT usage, % / wire [µm]
met4: 4 / 1.91 / 761
met2: 557 / 34.4 / 31500
met3: 45 / 5.96 / 4880
li1: 12100 / - / -
met5: - / 0.693 / 87
met1: 11600 / 36.5 / 34100
