### design/flow/config.mk
export PLATFORM = sky130hd
export DESIGN_NAME = PE
export DESIGN_NICKNAME = PE
export VERILOG_FILES = /design/flow/design.v
export SDC_FILE = /design/flow/constraint.sdc
export NUM_CORES = 4
export LEC_CHECK = 1
export CORE_UTILIZATION = 40
### design/flow/constraint.sdc
current_design PE

set clk_period 12.1
set clk_io_pct 0.2

create_clock -name clk0 -period $clk_period [get_ports {clock}]

set non_clock_inputs [all_inputs -no_clocks]
set_input_delay [expr $clk_period * $clk_io_pct] -clock clk0 $non_clock_inputs
set_output_delay [expr $clk_period * $clk_io_pct] -clock clk0 [all_outputs]
### design/flow/design.v
module FPMult(
  input        io_in_a_sign,
  input  [5:0] io_in_a_man,
  input  [7:0] io_in_a_exp,
  input        io_in_b_sign,
  input  [5:0] io_in_b_man,
  input  [7:0] io_in_b_exp,
  output       io_out_result_sign,
  output [5:0] io_out_result_man,
  output [7:0] io_out_result_exp
);
  wire [11:0] _io_out_result_man_T = io_in_a_man * io_in_b_man;  
  assign io_out_result_sign = io_in_a_sign ^ io_in_b_sign;  
  assign io_out_result_man = _io_out_result_man_T[5:0];  
  assign io_out_result_exp = io_in_a_exp + io_in_b_exp;  
endmodule
module FPAdder(
  input        io_in_a_sign,
  input  [5:0] io_in_a_man,
  input  [7:0] io_in_a_exp,
  input        io_in_b_sign,
  input  [5:0] io_in_b_man,
  input  [7:0] io_in_b_exp,
  output       io_out_result_sign,
  output [5:0] io_out_result_man,
  output [7:0] io_out_result_exp
);
  wire  _exp_diff_T = io_in_a_exp > io_in_b_exp;  
  wire [7:0] _exp_diff_T_2 = io_in_a_exp - io_in_b_exp;  
  wire [7:0] _exp_diff_T_4 = io_in_b_exp - io_in_a_exp;  
  wire [7:0] exp_diff = io_in_a_exp > io_in_b_exp ? _exp_diff_T_2 : _exp_diff_T_4;  
  wire [5:0] _io_out_result_man_T_1 = io_in_b_man >> exp_diff;  
  wire [5:0] _io_out_result_man_T_3 = io_in_a_man + _io_out_result_man_T_1;  
  wire [5:0] _io_out_result_man_T_4 = io_in_a_man >> exp_diff;  
  wire [5:0] _io_out_result_man_T_6 = _io_out_result_man_T_4 + io_in_b_man;  
  assign io_out_result_sign = _exp_diff_T ? io_in_a_sign : io_in_b_sign;  
  assign io_out_result_man = _exp_diff_T ? _io_out_result_man_T_3 : _io_out_result_man_T_6;  
  assign io_out_result_exp = _exp_diff_T ? io_in_a_exp : io_in_b_exp;  
endmodule
module PE(
  input        clock,
  input        reset,
  input        io_in_hor_sign,
  input  [5:0] io_in_hor_man,
  input  [7:0] io_in_hor_exp,
  input        io_in_ver_sign,
  input  [5:0] io_in_ver_man,
  input  [7:0] io_in_ver_exp,
  output       io_out_hor_sign,
  output [5:0] io_out_hor_man,
  output [7:0] io_out_hor_exp,
  output       io_out_ver_sign,
  output [5:0] io_out_ver_man,
  output [7:0] io_out_ver_exp,
  output       io_out_result_sign,
  output [5:0] io_out_result_man,
  output [7:0] io_out_result_exp
);
  wire  fpmult_io_in_a_sign;  
  wire [5:0] fpmult_io_in_a_man;  
  wire [7:0] fpmult_io_in_a_exp;  
  wire  fpmult_io_in_b_sign;  
  wire [5:0] fpmult_io_in_b_man;  
  wire [7:0] fpmult_io_in_b_exp;  
  wire  fpmult_io_out_result_sign;  
  wire [5:0] fpmult_io_out_result_man;  
  wire [7:0] fpmult_io_out_result_exp;  
  wire  fpadder_io_in_a_sign;  
  wire [5:0] fpadder_io_in_a_man;  
  wire [7:0] fpadder_io_in_a_exp;  
  wire  fpadder_io_in_b_sign;  
  wire [5:0] fpadder_io_in_b_man;  
  wire [7:0] fpadder_io_in_b_exp;  
  wire  fpadder_io_out_result_sign;  
  wire [5:0] fpadder_io_out_result_man;  
  wire [7:0] fpadder_io_out_result_exp;  
  reg  result_buffer_sign;  
  reg [5:0] result_buffer_man;  
  reg [7:0] result_buffer_exp;  
  reg  io_out_hor_REG_sign;  
  reg [5:0] io_out_hor_REG_man;  
  reg [7:0] io_out_hor_REG_exp;  
  reg  io_out_ver_REG_sign;  
  reg [5:0] io_out_ver_REG_man;  
  reg [7:0] io_out_ver_REG_exp;  
  FPMult fpmult (  
    .io_in_a_sign(fpmult_io_in_a_sign),
    .io_in_a_man(fpmult_io_in_a_man),
    .io_in_a_exp(fpmult_io_in_a_exp),
    .io_in_b_sign(fpmult_io_in_b_sign),
    .io_in_b_man(fpmult_io_in_b_man),
    .io_in_b_exp(fpmult_io_in_b_exp),
    .io_out_result_sign(fpmult_io_out_result_sign),
    .io_out_result_man(fpmult_io_out_result_man),
    .io_out_result_exp(fpmult_io_out_result_exp)
  );
  FPAdder fpadder (  
    .io_in_a_sign(fpadder_io_in_a_sign),
    .io_in_a_man(fpadder_io_in_a_man),
    .io_in_a_exp(fpadder_io_in_a_exp),
    .io_in_b_sign(fpadder_io_in_b_sign),
    .io_in_b_man(fpadder_io_in_b_man),
    .io_in_b_exp(fpadder_io_in_b_exp),
    .io_out_result_sign(fpadder_io_out_result_sign),
    .io_out_result_man(fpadder_io_out_result_man),
    .io_out_result_exp(fpadder_io_out_result_exp)
  );
  assign io_out_hor_sign = io_out_hor_REG_sign;  
  assign io_out_hor_man = io_out_hor_REG_man;  
  assign io_out_hor_exp = io_out_hor_REG_exp;  
  assign io_out_ver_sign = io_out_ver_REG_sign;  
  assign io_out_ver_man = io_out_ver_REG_man;  
  assign io_out_ver_exp = io_out_ver_REG_exp;  
  assign io_out_result_sign = result_buffer_sign;  
  assign io_out_result_man = result_buffer_man;  
  assign io_out_result_exp = result_buffer_exp;  
  assign fpmult_io_in_a_sign = io_in_hor_sign;  
  assign fpmult_io_in_a_man = io_in_hor_man;  
  assign fpmult_io_in_a_exp = io_in_hor_exp;  
  assign fpmult_io_in_b_sign = io_in_ver_sign;  
  assign fpmult_io_in_b_man = io_in_ver_man;  
  assign fpmult_io_in_b_exp = io_in_ver_exp;  
  assign fpadder_io_in_a_sign = fpmult_io_out_result_sign;  
  assign fpadder_io_in_a_man = fpmult_io_out_result_man;  
  assign fpadder_io_in_a_exp = fpmult_io_out_result_exp;  
  assign fpadder_io_in_b_sign = result_buffer_sign;  
  assign fpadder_io_in_b_man = result_buffer_man;  
  assign fpadder_io_in_b_exp = result_buffer_exp;  
  always @(posedge clock) begin
    result_buffer_sign <= fpadder_io_out_result_sign;  
    result_buffer_man <= fpadder_io_out_result_man;  
    result_buffer_exp <= fpadder_io_out_result_exp;  
    io_out_hor_REG_sign <= io_in_hor_sign;  
    io_out_hor_REG_man <= io_in_hor_man;  
    io_out_hor_REG_exp <= io_in_hor_exp;  
    io_out_ver_REG_sign <= io_in_ver_sign;  
    io_out_ver_REG_man <= io_in_ver_man;  
    io_out_ver_REG_exp <= io_in_ver_exp;  
  end
endmodule
### design/flow/run.sh
#!/bin/bash
# OpenROAD 26Q1-2900-gdf79404cd8, Yosys 0.63+post, stock flow scripts
make -C /OpenROAD-flow-scripts/flow DESIGN_CONFIG=/design/flow/config.mk WORK_HOME=/design/flow/orfs finish
==> Slide: Implementation Results <==
Implementation Results

Setup path
  • Worst Setup End Kind: register
  • Worst endpoint required time: 12330 ps
  • Critical Path Slowest Stage Cell: sky130_fd_sc_hd__mux2i_2
  • CP bufs+invs: 3
  • Critical path's largest stage delay: 740 ps
  • Most repeated library cell on the critical path: sky130_fd_sc_hd__a21oi_1
  • Cell type group with the largest total delay on the critical path: AND-OR/OR-AND gates
  • Arrival time at the worst endpoint: 9200 ps
  • Type of the worst setup path: in -> reg
  • Startpoint of the most critical setup path: io_in_hor_exp[0]
  • Largest fanout on the critical path: 17
  • Worst reg2reg path startpoint: result_buffer_exp[0]$_DFFE_PP_
  • CP startpoint kind: input port

STA
  • Worst-case clock skew: 9.90 ps
  • Tightest Pin Transition: 884 ps
  • Final max-slew violation count: 0
  • Hold WS: 644 ps
  • Fmax: 0.111 GHz
  • Worst path setup slack after routing: 3130 ps
  • # setup viols final: 0
  • Final hold vios: 0
  • Accumulated negative setup slack: 0 ps
  • Fin crit period: 8970 ps
  • Cycle use final: 74.1%
  • Relative max-transition margin: 41.0%
  • Unrepaired setup endpoints after global routing: no

Place
  • Count of input and output buffers: 75
  • Placed standard-cell area: 0.00410 sq mm
  • Detailed Place HPWL: 5410 microns
  • Placement Setup Slack: 2790 ps
  • Routability congestion estimate: 0.837

Drt
  • Pre-antenna DRT Iters: 4
  • ANT cells: 0
  • Via count normalized by instance count: 5.01
  • DRC violation count after routing: 0
  • Routed length per instance: 13.4 microns
  • Iteration-0 DRC Markers: 56
  • Routed wire length: 6910 microns
  • Remaining number of nets flagged by the antenna check after routing: 0
  • Total vias in the final route: 2591

Global routing
  • Via count of the first global-routing pass: 2508
  • Leftover overflow at the end of global routing: 0
  • First-pass GRT wire length: 11800 microns
  • GRT Overall Usage: 17.6%
  • Number of antenna violations at the first check in global routing: 0
  • Pin count of the biggest net entering global routing: 19

Synthesis
  • Count of flip-flops with a built-in enable after synthesis: 9
  • Synth warn: 1
  • Yosys Instances: 341
  • Library cell occupying the most area in the post-synthesis netlist: sky130_fd_sc_hd__dfxtp_1
  • Cell area leaders: sky130_fd_sc_hd__dfxtp_1, sky130_fd_sc_hd__ha_1, sky130_fd_sc_hd__edfxtp_1, sky130_fd_sc_hd__fa_1, sky130_fd_sc_hd__xnor2_1
  • Mapped Avg Cell Area: 9.59 sq um
  • Main synth FF type: sky130_fd_sc_hd__dfxtp_1
  • Fraction of registers with async set or reset after synthesis: 0%
  • Proportion of netlist area held by the largest area contributor: 22.0%
  • Syn Std Cell Area: 0.00327 sq mm
  • Ys flops: 45
  • Unique cell type count in the Yosys netlist: 48
  • Yosys chip area: 0.00327 sq mm
  • Instance count of the mapped netlist: 341
  • Post-synth seq share: 30.3%

Die
  • Floorplan die height: 92.4 microns
  • Floorplan row count: 32
  • Die Footprint: 0.00854 sq mm
  • Core box area: 0.00781 sq mm
  • Number of top-level pins: 77
  • Horizontal extent of the die: 92.4 microns
  • Floorplan core density: 41.9%

Clock network
  • Count of hold buffers inserted by post-cts repair: 0
  • Post-CTS Setup Repair Bufs: 0
  • Count of H-tree levels built during CTS: 2
  • TritonCTS buffer count: 5
  • Clock sink count: 45
  • Insertion delay to the later sink of the worst-skew pair: 300 ps
  • Bufs on Longest Clock Path: 2
  • Cell at the root of the clock tree: sky130_fd_sc_hd__clkbuf_8
  • Clock-pin slew on the worst setup and hold paths: 90 ps
  • Number of gates resized after CTS: 0
  • Clock tree from TritonCTS: built

Final layout
  • Layout cell share with drive strength beyond 1: 4.34%
  • Top logic cells by instance count in the layout: sky130_fd_sc_hd__clkdlybuf4s50_1, sky130_fd_sc_hd__ha_1, sky130_fd_sc_hd__dfxtp_1
  • Util after Layout: 53.9%
  • Fillers: 717
  • Most used logic cell in the final layout: sky130_fd_sc_hd__clkdlybuf4s50_1
  • Post-route cell area: 0.00421 sq mm
  • Synthesis-to-finish area growth: 28.8%

Outcome
  • Outcome: completed

Min path
  • Worst min-delay path class: reg -> reg
  • Hold Startpoint: result_buffer_man[0]$_DFF_P_

Run
  • Number of warning messages in the logs: 32
  • Number of max-cap violations: 0

Power and ir drop
  • Power per unit of standard cell area: 239 mW/mm^2
  • Maximum VDD drop: 0.000105 V
  • Total leakage power: 1.91 nW
[cell families (layout without fill, tap and decap cells)]
| group | Yosys count | in the layout | synth area share (%) |
|---|---|---|---|
| compound gates | 78 | 78 | 16.4 |
| simple gates | 76 | 76 | 11.7 |
| fa+ha+maj | 48 | 48 | 20.7 |
| flops | 45 | 45 | 30.3 |
| buf+inv | 45 | 119 | 5.70 |
| xor+xnor | 32 | 32 | 8.99 |
| mux | 17 | 17 | 6.24 |
[worst paths after layout]
check | depth (start not counted) | to | slack (ps)
max | 28 | result_buffer_man[5]$_DFF_P_ | 3130
max reg2reg | 21 | result_buffer_man[5]$_DFF_P_ | 6500
min | 3 | result_buffer_man[0]$_DFF_P_ | 640
min reg2reg | 3 | result_buffer_man[0]$_DFF_P_ | 640
[layout make-up]
cell class                 count  area, sq um  share of cell area, %
sequential                    45          991                   23.5
multi-input combinational    251         2090                   49.7
tap                          102          128                   3.03
inverter                      35          134                   3.18
clock inverter                 2         35.0                  0.832
timing repair buffer          76          758                   18.0
clock buffer                   6         72.6                   1.72
[worst register-to-register path, delay by kind of cell (launching register included)]
kind | cells | cell delay (ps)
AOI/OAI and AO/OA | 7 | 1270
xor gates and xnor gates | 1 | 250
adders and majority gates | 2 | 870
buffers and inverters | 3 | 520
DFF | 1 | 380
muxes | 3 | 1380
and+or+nand+nor | 5 | 870
[flip-flops by register name, indices dropped and copies added (netlist names)]
signal and flops:
io_out_ver_REG_exp 8, result_buffer_man 6, result_buffer_sign 1, result_buffer_exp 8, io_out_hor_REG_sign 1, io_out_ver_REG_man 6, io_out_hor_REG_man 6, io_out_hor_REG_exp 8
io_out_ver_REG_sign 1
[metal layers]
layer	share of wire, %	track usage (%)	vias up
met1	52	29.4	1201
met5	0	0	-
met2	42	25.1	58
met4	0.67	1.56	0
met3	5.3	3.51	2
li1	-	-	1330
[through the flow]
stage	instances	total power [W]
after floorplan	341	0.000715
after global placement	509	0.000889
after detailed placement	509	0.000891
after CTS	517	0.00101
after global routing	517	0.00111
final	517	0.00101
[where the power goes]
group          switching (W)  leakage [nW]  internal (W)
combinational       0.000358          1.46      0.000310
clock              0.0000544        0.0552     0.0000614
sequential         0.0000273         0.389      0.000194
[synth_stat cells (9+ instances only)]
library cell	n
sky130_fd_sc_hd__and2_1	15
sky130_fd_sc_hd__a21oi_1	26
sky130_fd_sc_hd__xnor2_1	20
sky130_fd_sc_hd__edfxtp_1	9
sky130_fd_sc_hd__a21o_1	16
sky130_fd_sc_hd__xor2_1	11
sky130_fd_sc_hd__inv_1	34
sky130_fd_sc_hd__nand2_1	17
sky130_fd_sc_hd__fa_1	10
sky130_fd_sc_hd__dfxtp_1	36
sky130_fd_sc_hd__nor2_1	19
sky130_fd_sc_hd__mux2i_1	10
sky130_fd_sc_hd__ha_1	38
sky130_fd_sc_hd__o21ai_0	9
Power figures rest on the tool's default switching activity, not on a simulated workload.
